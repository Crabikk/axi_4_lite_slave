===== flow/run.sh =====
#!/bin/bash
# OpenROAD 26Q1-2900-gdf79404cd8, Yosys 0.63+post, stock flow scripts
make -C /OpenROAD-flow-scripts/flow DESIGN_CONFIG=/design/flow/config.mk WORK_HOME=/design/flow/orfs finish

===== flow/config.mk =====
export PLATFORM = sky130hd
export DESIGN_NAME = axi_4_lite_slave
export DESIGN_NICKNAME = axi_4_lite_slave
export VERILOG_FILES = /design/flow/design.v
export SDC_FILE = /design/flow/constraint.sdc
export NUM_CORES = 4
export LEC_CHECK = 1
export CORE_UTILIZATION = 50
export SYNTH_HDL_FRONTEND = slang

===== flow/constraint.sdc =====
current_design axi_4_lite_slave

set clk_period 11.3
set clk_io_pct 0.2

create_clock -name clk0 -period $clk_period [get_ports {CLK}]

set non_clock_inputs [all_inputs -no_clocks]
set_input_delay [expr $clk_period * $clk_io_pct] -clock clk0 $non_clock_inputs
set_output_delay [expr $clk_period * $clk_io_pct] -clock clk0 [all_outputs]

===== flow/design.v =====
`timescale 1ns / 1ps
module axi_4_lite_slave #(
    parameter ADDRESS = 32,
    parameter DATA_WIDTH = 32,
    parameter WRITE_QUEUE_DEPTH = 4,
    parameter READ_QUEUE_DEPTH = 1
) (
    input                       CLK,
    input                       RESET,
    input      [ADDRESS-1:0]    S_AWADDR,
    input                       S_AWVALID,
    output logic                S_AWREADY,
    input     [DATA_WIDTH-1:0]  S_WDATA,
    input      [3:0]            S_WSTRB,
    input                       S_WVALID,
    output logic                S_WREADY,
    input                       S_BREADY,
    output logic     [1:0]      S_BRESP,
    output logic                S_BVALID,
    input      [ADDRESS-1:0]    S_ARADDR,
    input                       S_ARVALID,
    output logic                S_ARREADY,
    input                       S_RREADY,
    output logic [DATA_WIDTH-1:0] S_RDATA,
    output logic     [1:0]      S_RRESP,
    output logic                S_RVALID
);
    localparam NO_OF_REGISTERS = 32;
    localparam REG_ADDR_WIDTH = $clog2(NO_OF_REGISTERS);
    localparam BYTES_PER_REGISTER = DATA_WIDTH/8;
    logic [DATA_WIDTH-1:0] registers [0:NO_OF_REGISTERS-1];
    logic aw_addr_valid;
    logic ar_addr_valid;
    logic [REG_ADDR_WIDTH-1:0] aw_reg_index_raw;
    logic [REG_ADDR_WIDTH-1:0] ar_reg_index_raw;
    assign aw_addr_valid = (S_AWADDR[1:0] == 2'b00) && 
                          (S_AWADDR < (NO_OF_REGISTERS * BYTES_PER_REGISTER));
    assign ar_addr_valid = (S_ARADDR[1:0] == 2'b00) && 
                          (S_ARADDR < (NO_OF_REGISTERS * BYTES_PER_REGISTER));
    assign aw_reg_index_raw = S_AWADDR[REG_ADDR_WIDTH+1:2];
    assign ar_reg_index_raw = S_ARADDR[REG_ADDR_WIDTH+1:2];
    typedef struct packed {
        logic [ADDRESS-1:0] addr;
        logic [DATA_WIDTH-1:0] data;
        logic [3:0] strb;
        logic error;
        logic [REG_ADDR_WIDTH-1:0] reg_index;
    } write_transaction_t;
    write_transaction_t write_queue [0:WRITE_QUEUE_DEPTH-1];
    logic [$clog2(WRITE_QUEUE_DEPTH):0] write_queue_count;
    logic [$clog2(WRITE_QUEUE_DEPTH)-1:0] write_queue_wr_ptr;
    logic [$clog2(WRITE_QUEUE_DEPTH)-1:0] write_queue_rd_ptr;
    typedef struct packed {
        logic [ADDRESS-1:0] addr;
        logic error;
        logic [REG_ADDR_WIDTH-1:0] reg_index;
        logic valid;
    } read_transaction_t;
    read_transaction_t read_queue_reg;
    logic write_queue_full;
    logic write_queue_empty;
    assign write_queue_full = (write_queue_count == WRITE_QUEUE_DEPTH);
    assign write_queue_empty = (write_queue_count == 0);
    logic aw_handshake;
    logic w_handshake;
    logic write_queued;
    logic ar_handshake;
    logic read_bypass_enabled;
    logic [DATA_WIDTH-1:0] bypass_read_data;
    logic [1:0] bypass_read_resp;
    typedef enum logic [1:0] {
        WR_IDLE,
        WR_PROCESS,
        WR_RESPONSE
    } write_process_state_t;
    write_process_state_t write_process_state, write_process_state_next;
    typedef enum logic {
        RD_IDLE,
        RD_SEND
    } read_state_t;
    read_state_t read_state, read_state_next;
    logic [1:0] write_response_reg;
    assign aw_handshake = S_AWVALID && S_AWREADY;
    assign w_handshake = S_WVALID && S_WREADY;
    assign ar_handshake = S_ARVALID && S_ARREADY;
    assign S_AWREADY = !write_queue_full;
    assign S_WREADY = !write_queue_full;
    assign S_ARREADY = !read_queue_reg.valid || (S_RVALID && S_RREADY);
    assign write_queued = aw_handshake && w_handshake;
    assign read_bypass_enabled = !read_queue_reg.valid && ar_handshake;
    always_comb begin
        if (ar_addr_valid) begin
            bypass_read_data = registers[ar_reg_index_raw];
            bypass_read_resp = 2'b00;
        end else begin
            bypass_read_data = '0;
            bypass_read_resp = 2'b10;
        end
    end
    always_ff @(posedge CLK) begin
        if (RESET) begin
            for (int i = 0; i < NO_OF_REGISTERS; i++) begin
                registers[i] <= '0;
            end
        end else if (write_process_state_next == WR_PROCESS && !write_queue_empty) begin
            if (!write_queue[write_queue_rd_ptr].error) begin
                for (int i = 0; i < 4; i++) begin
                    if (write_queue[write_queue_rd_ptr].strb[i]) begin
                        registers[write_queue[write_queue_rd_ptr].reg_index][i*8 +: 8] <= 
                            write_queue[write_queue_rd_ptr].data[i*8 +: 8];
                    end
                end
            end
        end
    end
    always_ff @(posedge CLK) begin
        if (RESET) begin
            write_queue_count <= 0;
            write_queue_wr_ptr <= 0;
            write_queue_rd_ptr <= 0;
            for (int i = 0; i < WRITE_QUEUE_DEPTH; i++) begin
                write_queue[i] <= '0;
            end
        end else begin
            if (write_queued && !write_queue_full) begin
                write_queue[write_queue_wr_ptr].addr <= S_AWADDR;
                write_queue[write_queue_wr_ptr].data <= S_WDATA;
                write_queue[write_queue_wr_ptr].strb <= S_WSTRB;
                write_queue[write_queue_wr_ptr].reg_index <= aw_reg_index_raw;
                write_queue[write_queue_wr_ptr].error <= ~aw_addr_valid;
                write_queue_wr_ptr <= write_queue_wr_ptr + 1;
                write_queue_count <= write_queue_count + 1;
            end
            if ((write_process_state == WR_RESPONSE) && S_BVALID && S_BREADY && !write_queue_empty) begin
                write_queue_rd_ptr <= write_queue_rd_ptr + 1;
                write_queue_count <= write_queue_count - 1;
            end
        end
    end
    always_comb begin
        write_process_state_next = write_process_state;
        write_response_reg = 2'b00;
        case (write_process_state)
            WR_IDLE: begin
                if (!write_queue_empty) begin
                    write_process_state_next = WR_PROCESS;
                end
            end
            WR_PROCESS: begin
                if (!write_queue_empty) begin
                    if (!write_queue[write_queue_rd_ptr].error) begin
                        write_response_reg = 2'b00;
                    end else begin
                        write_response_reg = 2'b10;
                    end
                    write_process_state_next = WR_RESPONSE;
                end else begin
                    write_process_state_next = WR_IDLE;
                end
            end
            WR_RESPONSE: begin
                if (S_BVALID && S_BREADY) begin
                    if (!write_queue_empty) begin
                        write_process_state_next = WR_PROCESS;
                    end else begin
                        write_process_state_next = WR_IDLE;
                    end
                end
            end
        endcase
    end
    always_ff @(posedge CLK) begin
        if (RESET) begin
            write_process_state <= WR_IDLE;
            S_BVALID <= 1'b0;
            S_BRESP <= 2'b00;
        end else begin
            write_process_state <= write_process_state_next;
            case (write_process_state_next)
                WR_RESPONSE: begin
                    S_BVALID <= 1'b1;
                    S_BRESP <= write_response_reg;
                end
                default: begin
                    if (S_BVALID && S_BREADY) begin
                        S_BVALID <= 1'b0;
                    end
                end
            endcase
        end
    end
    always_ff @(posedge CLK) begin
        if (RESET) begin
            read_queue_reg <= '0;
            read_state <= RD_IDLE;
            S_RVALID <= 1'b0;
            S_RDATA <= '0;
            S_RRESP <= 2'b00;
        end else begin
            read_state <= read_state_next;
            if (read_bypass_enabled) begin
                S_RVALID <= 1'b1;
                S_RDATA <= bypass_read_data;
                S_RRESP <= bypass_read_resp;
                read_state <= RD_SEND;
            end 
            else if (read_state == RD_SEND) begin
                if (S_RREADY) begin
                    S_RVALID <= 1'b0;
                    read_queue_reg.valid <= 1'b0;
                    read_state <= RD_IDLE;
                end
            end 
            else if (ar_handshake && !read_queue_reg.valid) begin
                read_queue_reg.addr <= S_ARADDR;
                read_queue_reg.reg_index <= ar_reg_index_raw;
                read_queue_reg.error <= ~ar_addr_valid;
                read_queue_reg.valid <= 1'b1;
                S_RVALID <= 1'b1;
                S_RRESP <= (~ar_addr_valid) ? 2'b10 : 2'b00;
                S_RDATA <= (ar_addr_valid) ? registers[ar_reg_index_raw] : '0;
                read_state <= RD_SEND;
            end
        end
    end
    always_comb begin
        read_state_next = read_state;
        case (read_state)
            RD_IDLE: begin
                if (read_queue_reg.valid || ar_handshake) begin
                    read_state_next = RD_SEND;
                end
            end
            RD_SEND: begin
                if (S_RREADY) begin
                    read_state_next = RD_IDLE;
                end
            end
        endcase
    end
endmodule

==> impl_metrics.csv <==
group,metric,value,unit
outcome,outcome,"complete, no violations",
yosys,synth_cell_types,60,
worst_setup_path,crit_type,"primary input to flop",
worst_setup_path,required,11.68,ns
worst_setup_path,slowest_delay,0.56,ns
yosys,ys_sh_adder,0.000366,
clock_network,post-cts-setup-buffers,0,
timing,period_minus_slack,4.96,ns
power,p_int,7890,uW
worst_setup_path,start_kind,"primary input",
place,port_buffers,144,
power,vdd_drop_max,127,uV
grt,antenna_found_initial,1,
yosys,ys_sh_xor,0.000960,
cells_and_area,final-comb-area,16900,sq um
clock_network,cts_buffers,134,
cells_and_area,area_growth,13.4,%
timing,setup_violations,0,
yosys,ys_area,54700,sq um
clock_network,cts_tree,"built",
place,gp_congestion,0.908,
power,power_density,164,nW/um^2
place,placed_cells,5470,
clock_network,cts_root_buf,"clkbuf_16",
timing,finalCritPeriodShare,0.439,
grt,overflow,0,
yosys,synthFlopType,"edfxtp_1",
cells_and_area,layout.cells.non_filler,5710,
timing,fin_skew,0.0237,ns
power,power_frac_clock,0.415,
clock_network,clock_latency,0.74,ns
yosys,async_flop_share,0,
cells_and_area,nFillCells,8492,
clock_network,cts_repair_resize_count,0,
timing,max_slew_margin,0.326,
yosys,postSynthSeqShare,0.672,
worst_setup_path,crit_arrival,5.34,ns
min_path,hold_class,"flop to flop",
yosys,yosys.area_share.aoi,0.0407,
yosys,synth.avg_cell_area,13.4,sq um
cells_and_area,ff_latch_area,36800,sq um
run,warning_count,26,
floorplan,chip_area,111000,sq um
yosys,mux_area_frac,0.118,
floorplan,fp-utilization,0.503,
clock_network,path_clk_slew,0.06,ns
run,cap_viol_max_count,0,
yosys,ys_top_logic_family,"simple AND/OR/NAND/NOR gates",
yosys,syn_inst,4089,
yosys,yosysWarnings,0,
clock_network,h-tree-depth,4,
power,p_switching,2260,uW
drt,drt_iter0_drc,2313,
floorplan,chipWidth,333,um
timing,setup_tns,0,ns
drt,first_pass_iters,6,
floorplan,rows,121,
timing,hold_viol,0,
power,p_comb_frac,0.069,
floorplan,io_pins,148,
worst_setup_path,crit_buf_inv,3,
cells_and_area,finish.utilization,0.571,
grt,grt_max_degree,80,
floorplan,fp.coreArea,109000,sq um
clock_network,cts.sinks,1241,
clock_network,clk_path_buf_depth,3,
cells_and_area,final_layout_size_suffix_gt1_frac,0.168,
worst_setup_path,cp_slowest_cell,"clkdlybuf4s50_1",
place,hpwl,99200,um
drt,wirelength,152000,um
drt,avgRoutedWirePerCell,26.7,um
yosys,ys_ff,1241,
drt,drcViolationCount,0,
yosys,edf_count,1192,
drt,vias,33400,
grt,grt_use_total,0.311,
floorplan,die_y,333,um
power,seqPwrFrac,0.516,
yosys,syn_area,54700,sq um
yosys,ys_sh_simple,0.142,
worst_setup_path,worstSetupEndpointType,"flop",
grt,grt_pass1_wl,225000,um
yosys,ys_cells,4089,
power,switching_share,0.223,
worst_setup_path,worstPathCellList,"clkdlybuf4s50_1 > nand2_1 > a221o_1 > nor3b_2 > buf_4 > buf_4 > nand2_1 > nand2b_1",
timing,rsz0062_at_grt,"no",
drt,ant_nets,0,
timing,max_freq,202,MHz
timing,slew_violations,0,
worst_setup_path,crit_path_max_fanout,19,
power,p_leak,0.0221,uW
clock_network,holdBufCountCts,0,
drt,avgViaCountPerCell,5.84,
worst_setup_path,cpLargestDelayFamily,"buffers and inverters",
grt,grt_pass1_vias,34400,
timing,worst_pin_slew,1.01,ns
==> placed cells by master, fill, tap and decap left out, types with 16 or more instances in the layout <==
cell type	instances
a2111oi_0	31
a21oi_1	81
clkdlybuf4s50_1	138
mux2_2	65
mux2i_1	218
nor2_1	1173
o21ai_2	16
clkbuf_16	143
nand2_2	90
edfxtp_1	1192
dfxtp_1	47
o211ai_1	16
clkbuf_1	36
clkinv_2	16
nor3_1	20
buf_4	108
clkinv_1	27
mux4_2	158
o21ai_4	16
inv_1	46
nand2b_1	134
a22oi_1	63
nand2_1	144
o22ai_1	62
nand2_4	30
and2_1	45
==> power by group through the flow <==
stage         registers [uW]  clock network, uW  logic, uW
CTS                     5240               4270        705
global route            5250               4440        750
finish                  5240               4210        704
==> cells by family (layout without fill, tap and decap cells) <==
| family | after synthesis | after routing |
|---|---|---|
| other | 2 | 4 |
| buffers and inverters | 332 | 537 |
| XOR/XNOR | 6 | 6 |
| multiplexers | 441 | 441 |
| adder cells (fa/ha/maj) | 1 | 1 |
| AND-OR/OR-AND | 335 | 335 |
| flip-flops | 1241 | 1241 |
| AND/OR/NAND/NOR | 1731 | 1731 |
==> stage by stage <==
step / setup WS [ns] / hold WS [ns] / cell area [sq um] / power [uW]
finish: 6.34 / 0.459 / 62100 / 10100
global placement: 5.66 / 0.454 / 57900 / 6030
detailed placement: 5.63 / 0.447 / 57900 / 6030
global route: 6.24 / 0.478 / 62100 / 10400
floorplan: 6.46 / 0.417 / 54700 / 5730
CTS: 6.39 / 0.461 / 62100 / 10200
==> per-layer routing <==
metal | GRT usage | wire (um)
met3 | 0.192 | 23700
met4 | 0.0786 | 4930
met2 | 0.430 | 69000
met1 | 0.455 | 54400
met5 | 0.0104 | 165
==> synthesized netlist by cell type, drive strengths merged, types with 14 or more instances <==
library cell,n,share of area
a2111oi,31,0.0050
a21oi,81,0.0074
a22oi,63,0.0086
and2,45,0.0051
buf,102,0.010
clkbuf,183,0.013
dfxtp,49,0.018
edfxtp,1192,0.65
inv,47,0.0032
mux2,65,0.013
mux2i,218,0.040
mux4,158,0.065
nand2,264,0.026
nand2b,138,0.016
nor2,1197,0.084
nor3,20,0.0018
o211ai,16,0.0022
o21ai,35,0.0032
o221ai,14,0.0022
o22ai,62,0.0071
o311ai,14,0.0022
or3,15,0.0018
==> flip-flops by register name, indices dropped and copies added, names as in the netlist, named ones only <==
register and flops:
S_RDATA 32, registers 1024, write_process_state 3, read_state 1, write_queue_rd_ptr 2, write_queue_wr_ptr 2
S_RVALID 1, S_BRESP 1, write_queue 168, S_RRESP 1, write_queue_count 3, S_BVALID 1
==> path summary, 6_finish.rpt <==
path / startpoint / end / slack [ns] / cells past startpoint
worst max-delay path: S_BREADY / registers[8][3]$_SDFFCE_PN0P_ / 6.34 / 8
worst min-delay path: S_BRESP[1]$_SDFFE_PP0P_ / S_BRESP[1]$_SDFFE_PP0P_ / 0.46 / 2
worst max register to register: flop / registers[30][11]$_SDFFCE_PN0P_ / 6.72 / 7
worst min register to register: S_BRESP[1]$_SDFFE_PP0P_ / S_BRESP[1]$_SDFFE_PP0P_ / 0.46 / 2
==> worst min-delay path: stages (launching register included) <==
cell and delay (ns):
dfxtp_1 0.31, nand2_1 0.05, a21oi_1 0.05
==> area by class of cell <==
class,instances,share of cell area
clock inverter,54,0.00649
tap,1414,0.0285
timing repair buffer,251,0.0361
multi-input combinational,2517,0.272
inverter,47,0.00284
antenna,1,0.0000403
sequential,1241,0.593
clock buffer,185,0.0612
Power figures rest on the tool's default switching activity, not on a simulated workload.
